`config.mk`:
```
export PLATFORM = sky130hd
export DESIGN_NAME = ws2812_fancy_fader
export DESIGN_NICKNAME = ws2812_fancy_fader
export VERILOG_FILES = /design/flow/design.v
export SDC_FILE = /design/flow/constraint.sdc
export NUM_CORES = 4
export LEC_CHECK = 1
export CORE_UTILIZATION = 30
```
`constraint.sdc`:
```
current_design ws2812_fancy_fader

set clk_period 12.5
set clk_io_pct 0.2

create_clock -name clk0 -period $clk_period [get_ports {clk}]

set non_clock_inputs [all_inputs -no_clocks]
set_input_delay [expr $clk_period * $clk_io_pct] -clock clk0 $non_clock_inputs
set_output_delay [expr $clk_period * $clk_io_pct] -clock clk0 [all_outputs]
```
`design.v`:
```
`default_nettype none
module ws2812_fancy_fader(input wire clk, input wire rst, input wire [15:0] random, input wire data_request,
		output wire trigger, output wire [7:0] color_now);
	parameter LEDS=128;
	parameter INTERPOLATIONS=16;
	parameter HOLDOFF_TIME=700000;
	localparam MILESTONES=$rtoi($ceil((LEDS*1.0)/INTERPOLATIONS)) + 1;
	reg [$clog2(HOLDOFF_TIME)-1 : 0] holdoff = 0;
	reg [7:0] milestones [MILESTONES:0][3-1:0];
	reg [$clog2(INTERPOLATIONS)-1:0] start_interpolation = 0;
	reg [$clog2(LEDS)-1:0] current_led = 0;
	reg [$clog2(MILESTONES)-1:0] forward_milestone = 0;
	reg [$clog2(INTERPOLATIONS)-1:0] current_interpolation = 0;
	reg [$clog2(3)-1:0] current_rgb = 0;
	assign trigger = (0 == holdoff);
	wire [7:0] milestone_color_next = milestones[forward_milestone][current_rgb];
	wire [7:0] milestone_color_prev = milestones[forward_milestone+1][current_rgb];
	assign color_now =  (  milestone_color_next*(INTERPOLATIONS-current_interpolation)
				 + milestone_color_prev*current_interpolation
				) / INTERPOLATIONS;
	integer i;
	integer k;
	always @(posedge clk) begin
		if(rst) begin
			holdoff <= 0;
			for(i=0; i<MILESTONES; i=i+1)
				for(k=0; k<3; k=k+1)
					milestones[i][k] <= 0;
			start_interpolation <= 0;
			current_led <= 0;
			forward_milestone <= 0;
			current_interpolation <= 0;
			current_rgb <= 0;
		end else begin
			if(holdoff) begin
				holdoff <= holdoff-1;
			end else if(data_request) begin
				if(2 > current_rgb) begin
					current_rgb <= current_rgb+1;
				end else begin
					current_rgb <= 0;
					if(LEDS-1 > current_led) begin
						current_led <= current_led + 1;
						if(INTERPOLATIONS-1 > current_interpolation) begin
							current_interpolation <= current_interpolation+1;
						end else begin
							current_interpolation <= 0;
							forward_milestone <= forward_milestone+1;
						end
					end else begin
						holdoff <= HOLDOFF_TIME;
						current_led <= 0;
						forward_milestone <= 0;
						if(0 != start_interpolation) begin
							start_interpolation <= start_interpolation-1;
							current_interpolation <= start_interpolation-1;
						end else begin
							start_interpolation <= INTERPOLATIONS-1;
							current_interpolation <= INTERPOLATIONS-1;
							for(i=MILESTONES; i > 0; i=i-1)
								for(k=0; k<3; k=k+1)
									milestones[i][k] <= milestones[i-1][k];
							milestones[0][2] <= {random[14:10], 3'b0};
							milestones[0][1] <= {random[9:5], 3'b0};
							milestones[0][0] <= {random[4:0], 3'b0};
						end
					end
				end
			end
		end
	end
endmodule
```
`run.sh`:
```
#!/bin/bash
# OpenROAD 26Q1-2900-gdf79404cd8, Yosys 0.63+post, stock flow scripts
make -C /OpenROAD-flow-scripts/flow DESIGN_CONFIG=/design/flow/config.mk WORK_HOME=/design/flow/orfs finish
```
==> job_summary.md <==
### Metrics collected by this job

| Metric | Value |
|---|---|
| Hold Path Depth | `1` |
| Slowest stage cell on the critical path | `or4_1` |
| Slew HR | `0.435` |
| Layout cell share with drive strength beyond 1 | `0.0837` |
| Chip Area | `41,700 µm²` |
| PnR worst setup slack | `521 ps` |
| Fp util | `0.307` |
| Die Wd | `204 µm` |
| Biggest area cells | `dfxtp_1 (29%), nand2_1 (11%), a21oi_1 (7.5%)` |
| Detailed-route via count | `11,200` |
| Post-DRT Antenna Nets | `0` |
| Number of CTS-inserted buffers | `17` |
| Max VDD drop | `99.3 µV` |
| Element type at the critical path start | `flip-flop` |
| Final setup TNS | `0 ps` |
| Post-synth top area cell | `dfxtp_1` |
| First-pass GRT wire length | `59,300 µm` |
| Worst Setup End Kind | `primary output` |
| Mean post-synth cell area | `7.93 µm²` |
| Grt total ovfl | `0` |
| Max Buffers Root-to-Sink | `2` |
| # rows | `73` |
| Vias/cell | `5.44` |
| Worst-Margin Slew | `842 ps` |
| Final Cycle Share | `0.958` |
| Crit path required time | `10,000 ps` |
| Die H | `204 µm` |
| Mapped Cells | `1,547` |
| Total GRT Usage | `0.187` |
| Final WL | `38,300 µm` |
| Worst-path fanout max | `16` |
| Pwr dens | `130 nW/µm²` |
| Worst hold start | `holdoff[9]` |
| Routability cong. | `0.966` |
| Top cell area share | `0.287` |
| Status | `complete, no violations` |
| DR iter-0 viols | `1,041` |
| Crit path from | `forward_milestone[1]` |
| CTS tree | `done` |
| Antenna violations before repair | `0` |
| Root buffer cell | `clkbuf_16` |
| Crit-path max cell delay | `520 ps` |
| Drt pass-1 iters | `5` |
| H-tree depth | `4` |
| R2R depth | `8` |
| Clock Sinks | `191` |
| Syn-to-layout area delta | `12.8%` |
| Synth Seq Share | `0.324` |
| Dominant Register Cell | `dfxtp_1` |
| DRC viols | `0` |
| Place WS | `564 ps` |
| # setup viols final | `0` |
| Total cells reported by yosys after synthesis | `1,547` |
| Post-route minimum period | `11,980 ps` |
| Post-Syn Area | `12,300 µm²` |
| Worst skew pair latency | `450 ps` |
| Largest net degree at the start of global routing | `136` |
| I/O pins | `28` |
| Max frequency | `0.0835 GHz` |
| ANT cells | `0` |
| Tool warnings | `39` |
| Port Buffers | `26` |
| Clk pin slew, worst setup/hold paths | `80 ps` |
| Arr. time, crit path | `9480 ps` |
| Hpwl dp | `26,200 µm` |
| Final hold violation count | `0` |
| Chip area estimate from yosys synthesis | `12,300 µm²` |
| Kind of critical path | `reg2out` |
| RSZ-0062 raised after global routing | `no` |
| DR WL/cell | `18.5 µm` |
| Cell leakage power | `5.04 nW` |
| Synthesis Warnings | `2` |
| Hold WC Path Type | `reg2reg` |
| Distinct cells, synth | `80` |
| Synthesized flop and latch total | `191` |
| Final slew viol count | `0` |
| Vias in the first global route | `10,600` |
| Clock Skews | `14.6 ps` |
| Asr flop ratio synth | `0` |
| Number of max-cap violations | `0` |
| Post-synth EDFFs | `15` |
| Core area | `40,000 µm²` |
| R2R Path Start | `holdoff[11]` |
## synth_stat cells (8+ instances only)
| cell type | n |
|---|---|
| ha_1 | 56 |
| mux2_2 | 19 |
| xnor2_1 | 24 |
| nand3_1 | 54 |
| buf_2 | 18 |
| edfxtp_1 | 15 |
| buf_1 | 9 |
| and3_1 | 26 |
| and2_1 | 12 |
| a31oi_1 | 11 |
| nor3_1 | 39 |
| o21ai_0 | 27 |
| clkbuf_1 | 76 |
| a22oi_1 | 17 |
| dfxtp_1 | 176 |
| or3_1 | 10 |
| nand2_1 | 347 |
| xor2_1 | 16 |
| inv_1 | 70 |
| nor4_1 | 8 |
| nor2b_1 | 8 |
| a221oi_1 | 10 |
| nand4_1 | 17 |
| fa_1 | 33 |
| nor2_1 | 60 |
| mux2i_1 | 42 |
| a32oi_1 | 9 |
| a211oi_1 | 17 |
| nand2b_1 | 11 |
| a21oi_1 | 185 |
## metrics by stage
stage	cells	power [mW]	hold slack, ps	utilization	instance area (µm²)
after floorplan	1547	1.05	433	-	12300
after global placement	2029	1.22	454	0.328	13100
after detailed placement	2029	1.22	471	0.328	13100
after CTS	2061	1.79	477	0.343	13700
after global routing	2067	1.87	504	0.346	13800
final	2067	1.79	478	0.346	13800
## report_power, final
| part | internal, mW | total [mW] | leakage (nW) | switching (mW) |
|---|---|---|---|---|
| registers | 0.644 | 0.674 | 1.60 | 0.0298 |
| clock network | 0.300 | 0.564 | 0.289 | 0.264 |
| logic | 0.192 | 0.555 | 3.15 | 0.363 |
## final cells by class
| cell class | count | area (µm²) |
|---|---|---|
| Clock buffer | 19 | 464 |
| Tap cell | 525 | 657 |
| Timing Repair Buffer | 70 | 608 |
| Fill cell | 4099 | 26200 |
| Clock inverter | 13 | 144 |
| Sequential cell | 191 | 3980 |
| Inverter | 71 | 270 |
| Multi-Input combinational cell | 1178 | 7720 |
## placed cells by master (no fill, tap or decap), drive strengths merged, types with 33 or more instances in the layout
cell	count
ha	56
nor3	40
buf	45
a21oi	185
dfxtp	176
nand2	347
mux2i	42
inv	75
nor2	61
fa	33
nand3	55
## worst max-delay path: cells and delay by family, from the launching register on
family          cells  cell delay [ps]
fa+ha+maj          10             4010
flops               1              500
buf+inv             7             1240
simple gates        4             1290
xor+xnor            4              760
compound gates      6             1200
## logic make-up after synthesis
logic type,count (synthesis),synth area share
buffers and inverters,179,0.0581
and+or+nand+nor,626,0.235
AOI/OAI and AO/OA,356,0.183
xor gates and xnor gates,43,0.0342
muxes,63,0.0554
adders and majority gates,89,0.111
DFF,191,0.324
## flip-flops by register name, summed over array words and instances (netlist names)
register,cells
forward_milestone,4
start_interpolation,4
holdoff,20
current_led,7
current_interpolation,4
milestones,150
current_rgb,2
## per-layer routing
metal / track usage / share of wire / up-vias
li1: - / - / 5392
met1: 0.265 / 0.44 / 5340
met2: 0.284 / 0.44 / 423
met3: 0.0427 / 0.076 / 81
met4: 0.0653 / 0.038 / 0
met5: 0 / 0 / -
## repair_timing
item                                    CTS  global route
resized                                   0            15
buffers inserted                          0             5
hold buffers                              0             0
endpoints found under the setup margin    0             5
## path summary, 6_finish.rpt
path | to | slack (ps)
worst max-delay path | color_now[7] | 520
worst min-delay path | holdoff[9] | 480
worst max register to register | milestones[6][6] | 8530
worst min register to register | holdoff[9] | 480
Power is estimated from default activity; no workload was simulated.
