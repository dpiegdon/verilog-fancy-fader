## ./design.v

```verilog
`default_nettype none
module ws2812_output_shifter(input wire clk, input wire rst, input wire trigger, input wire [7:0] data_in, input wire data_valid,
		output wire data_request, output wire out);
	parameter INPUT_CLOCK = 12_000_000;
	localparam TIME_T0H   = $rtoi( 350e-9 * INPUT_CLOCK) - 1;
	localparam TIME_T0L   = $rtoi(1050e-9 * INPUT_CLOCK) - 1;
	localparam TIME_T1H   = $rtoi( 800e-9 * INPUT_CLOCK) - 1;
	localparam TIME_T1L   = $rtoi( 600e-9 * INPUT_CLOCK) - 1;
	localparam TIME_RESET = $rtoi(  60e-6 * INPUT_CLOCK) - 1;
	localparam MAXTIME_HI = (TIME_T0H > TIME_T1H) ? TIME_T0H : TIME_T1H;
	localparam MAXTIME_LO = (TIME_T0L > TIME_T1L) ? TIME_T0L : TIME_T1L;
	localparam IDLE = 0;
	localparam RECEIVE = 1;
	localparam TRANSMIT_HI = 2;
	localparam TRANSMIT_LO = 3;
	localparam TAILGUARD = 4;
	reg [$clog2(TAILGUARD):0] state = TAILGUARD;
	reg [6:0] tx_data;
	reg [$clog2(7)-1:0] tx_bits;
	reg [$clog2(MAXTIME_HI):0] timer_high;
	reg [$clog2(MAXTIME_LO):0] timer_low;
	reg [$clog2(TIME_RESET):0] timer_tail = TIME_RESET;
	assign data_request = (RECEIVE == state);
	assign out = (TRANSMIT_HI == state);
	always @ (posedge clk) begin
		if(rst) begin
			state <= TAILGUARD;
			timer_tail <= TIME_RESET;
		end else begin
			case(state)
				IDLE: begin
					if(trigger) begin
						state <= RECEIVE;
					end
				end
				RECEIVE: begin
					if(data_valid) begin
						timer_high <= (data_in[7]) ? TIME_T1H : TIME_T0H;
						timer_low  <= (data_in[7]) ? TIME_T1L : TIME_T0L;
						tx_data <= data_in[6:0];
						tx_bits <= 7;
						state <= TRANSMIT_HI;
					end else begin
						timer_tail <= TIME_RESET;
						state <= TAILGUARD;
					end
				end
				TRANSMIT_HI: begin
					if(timer_high) begin
						timer_high <= timer_high-1;
					end else begin
						state <= TRANSMIT_LO;
					end
				end
				TRANSMIT_LO: begin
					if(timer_low) begin
						timer_low <= timer_low-1;
					end else begin
						if(tx_bits) begin
							timer_high <= (tx_data[6]) ? TIME_T1H : TIME_T0H;
							timer_low  <= (tx_data[6]) ? TIME_T1L : TIME_T0L;
							tx_data <= {tx_data[5:0], 1'b0};
							tx_bits <= tx_bits-1;
							state <= TRANSMIT_HI;
						end else begin
							state <= RECEIVE;
						end
					end
				end
				TAILGUARD: begin
					if(timer_tail)
						timer_tail <= timer_tail-1;
					else
						state <= IDLE;
				end
				default: begin
					state <= TAILGUARD;
					timer_tail <= TIME_RESET;
				end
			endcase
		end
	end
endmodule
```

## ./run.sh

```bash
#!/bin/bash
# OpenROAD 26Q1-2900-gdf79404cd8, Yosys 0.63+post, stock flow scripts
make -C /OpenROAD-flow-scripts/flow DESIGN_CONFIG=/design/flow/config.mk WORK_HOME=/design/flow/orfs finish
```

## ./config.mk

```make
export PLATFORM = sky130hd
export DESIGN_NAME = ws2812_output_shifter
export DESIGN_NICKNAME = ws2812_output_shifter
export VERILOG_FILES = /design/flow/design.v
export SDC_FILE = /design/flow/constraint.sdc
export NUM_CORES = 4
export LEC_CHECK = 1
export CORE_AREA = 10 10 105 105
export DIE_AREA = 0 0 115 115
```

## ./constraint.sdc

```tcl
current_design ws2812_output_shifter

set clk_period 4.9
set clk_io_pct 0.2

create_clock -name clk0 -period $clk_period [get_ports {clk}]

set non_clock_inputs [all_inputs -no_clocks]
set_input_delay [expr $clk_period * $clk_io_pct] -clock clk0 $non_clock_inputs
set_output_delay [expr $clk_period * $clk_io_pct] -clock clk0 [all_outputs]
```

==> results.txt <==
Flow results follow.

In this run the number of H-tree levels came out at 2. The initial antenna violation count came to 0. The clock tree has to reach 33 sinks.

The final tally of hold violations is 0. The post-synth tally of flip-flops with integrated enable is 19. Looking at the max-slew report, the worst-margin pin has a slew of 0.815 ns. The number of global-route vias before repair is about 1300. The final max-slew violation count recorded for this run is 0. Summing over every cut layer, the via total after detailed routing is 1346. The worst setup path is captured at an output pin.

The horizontal die size is 115 um. The maximum number of pins on one net before global-route repair is 19. The clock-pin slew of the registers on the worst-case setup and hold paths is 0.07 ns.

The proportion of synthesized chip area in sequential cells is 0.469. The total wirelength of the detailed-routed design is 3.49 mm. The cell taking the most area after synthesis is edfxtp_1. The die is roughly 120 um tall. The OpenROAD report gives the critical path a required time of 3.92 ns. The clock tree from TritonCTS is done.

For this run, the detailed router's first-pass iteration total came to 4. The number of synthesized register bits is 33. After routing, the total negative slack on setup checks comes to 0 ns. By count the netlist is led by 32 x nand2_1, 19 x edfxtp_1, 14 x dfxtp_1, 14 x o21ai_0, 12 x nor2_1. The placement report lists the number of port buffers as 13. The cell area that synthesis handed to floorplanning was 0.00181 mm^2. The power per standard cell area is 240 mW/mm^2.

The warning total across the stage logs is 28. The routed via count divided by cell count is 4.26. Counting tap cells, the placed design contains a total of 308 instances. The maximum clock path buffer count is 2. The buffers inserted during post-CTS setup optimization is 0. In this run, post-CTS repair resized a total of 0 instances. The post-detailed-placement half-perimeter wirelength is 2.54 mm. Global routing finished with a remaining overflow of 0. The script extracted a total leakage power of 0.000766 uW. The post-route minimum period is 2.82 ns.

nand2_1 is the most common cell in the netlist. Looking at the clock tree report, the root buffer type is clkbuf_8. The signed area change from the synthesized netlist to the final layout is 18.0%.

In the final report, the number of endpoints failing setup comes to 0. The remaining antenna violation count after routing is 0. The TritonCTS buffer count is 5. The number of ports placed on the die boundary is 14.

The area recorded from the Yosys report for this design is 0.00181 mm^2. The synthesized netlist contains 47 unique library cells. The max-slew check reports its worst relative slack as 0.455. For the completed layout, the total cell area is recorded as 0.00214 mm^2. The warning tally printed by Yosys for this design is 1. The share of post-route cells with drive strength above 1 is 0.101. The total routing resource utilization after global routing is 0.0528. The primary flip-flop cell chosen by synthesis mapping is edfxtp_1. For this run, design rule violations remaining after detail routing come to 0. The critical path maximum fanout is 18. The placeable core area is 0.00876 mm^2. The later-pin clock latency in the skew report is 0.28 ns. For reference, the top cells by area after synthesis are edfxtp_1 31%, dfxtp_1 15%, nand2_1 6.6%.

The row count is 34. The startpoint-to-endpoint class of the critical path is reg -> out. Per the detail_route report, routed wire per instance is 11.0 um. The first-pass GRT wire length is 5.90 mm. The cell area after placement is 0.00205 mm^2. The maximum clock frequency is 355 MHz. The area fraction of the largest cell type after synthesis is 0.314.

In the finished design, the share of the clock period the worst path needs comes to 0.576. After synthesis, the design contains 194 cells according to Yosys. The clock arrives with 0.00498 ns of skew. The arrival time of data at the critical path endpoint is 1.84 ns. Setup repair after global routing left no endpoint under its margin. The flow ran to the end, and the final reports show no timing, DRC or antenna violations. The starting utilization of the core area is 0.207. For this run, asynchronously set or reset flops after synthesis account for 0.

The total antenna diodes in the routed design is 0. The synthesized instance count is 194. The analysis reports a worst IR drop on VDD of 0.102 mV. The count of hold-fix buffers inserted at cts is 0.

The floorplan step defined a die boundary enclosing between 0.01 and 0.015 mm^2. The worst setup path is launched from a flop. The filler-free cell count of the finished design is 316. The final weighted congestion in routability-driven placement is between 0.8 and 0.9. In this run the maximum-capacitance check reported violations numbering 0. The tightest min-delay check is of the reg -> reg type. The average instance area after synthesis is slightly above 9 um^2. After the first detailed-routing iteration, the DRC count stood at ~110.
-- worst paths after layout --
kind	from	endpoint	slack (ns)	depth (start not counted)
worst max-delay path	state[0]	data_request	2.08	3
worst max register to register	timer_low[0]	tx_data[6]	2.29	6
worst min-delay path	timer_tail[10]	timer_tail[10]	0.43	2
worst min register to register	timer_tail[10]	timer_tail[10]	0.43	2
-- logic make-up after synthesis --
| family | after synthesis | share of synthesized area |
|---|---|---|
| buffers and inverters | 16 | 0.0345 |
| xor gates and xnor gates | 6 | 0.0290 |
| and+or+nand+nor | 84 | 0.250 |
| AOI/OAI and AO/OA | 47 | 0.164 |
| adders and majority gates | 7 | 0.0483 |
| muxes | 1 | 0.00552 |
| DFF | 33 | 0.469 |
-- area by class of cell --
type                            instances  area, um^2
Timing Repair Buffer                   14         138
Multi-Input combinational cell        145         901
Fill cell                             916        6620
Inverter                                8        30.0
Sequential cell                        33         851
Clock buffer                            5        68.8
Tap cell                              108         135
Clock inverter                          3        17.5
-- where the power goes --
group	switching [uW]	total [uW]	internal, uW
registers	1.83	296	294
clock network	99.0	197	97.8
logic	8.82	21.9	13.1
total	110	514	405
-- stage by stage --
stage,setup slack [ns],utilization,power [uW],hold slack (ns)
after global routing,1.91,0.244,536,0.473
after floorplan,2.61,-,312,0.407
after CTS,2.04,0.244,523,0.436
final,2.08,0.244,514,0.434
after detailed placement,2.02,0.234,324,0.426
after global placement,2.03,0.234,324,0.415
-- registers in the layout (all words and copies together), names as in the netlist --
| signal | flops |
|---|---|
| tx_data | 7 |
| timer_tail | 11 |
| state | 3 |
| timer_low | 5 |
| timer_high | 4 |
| tx_bits | 3 |
-- per-layer routing --
layer  GRT usage  share of wire  vias up
met5           0              0        -
met3      0.0169          0.055        5
met1      0.0800           0.53      588
met2      0.0736           0.40       27
li1            -              -      726
met4     0.00825          0.020        0
-- layout by cell type, fill, tap and decap left out, types with 4 or more instances in the layout --
cell	count
ha_1	7
nor2b_1	5
clkdlybuf4s50_1	13
nor2_1	12
nor3_1	5
edfxtp_1	19
o21bai_1	4
o31ai_1	4
a21oi_1	11
inv_1	8
nand2_1	32
o21ai_0	14
dfxtp_1	14
or3_1	4
clkbuf_8	5
-- worst max-delay path: stages (launching register included) --
cell and delay (ns):
dfxtp_1 0.67, nor2b_1 0.23, nor2b_1 0.18, clkdlybuf4s50_1 0.48
Power is estimated from default activity; no workload was simulated.
